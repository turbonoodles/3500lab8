==> flow/design.v <==
`timescale 1ns / 1ps
module moore(
    input wire clk,
    input wire reset,
    input wire [1:0] ain,
    output reg yout = 0
    );
parameter [3:0] R = 4'b0000;  
parameter [3:0] G01L = 1, G01H = 9;
parameter [3:0] G0100 = 4;
parameter [3:0] G11L = 3, G11H = 11;
parameter [3:0] G1100 = 5;
parameter [3:0] G10L = 2, G10H = 10;
parameter [3:0] G1000H = 8;
parameter [3:0] G1000L = 14;
parameter [3:0] HoldL = 7;  
parameter [3:0] HoldH = 6;  
reg [3:0] state = R;
reg [3:0] next_state;
always @( posedge clk, posedge reset ) begin
    if (reset) state <= R;
    else state <= next_state;
end
always @( state, ain, yout ) begin
    #1;
    case ( state )
        R: begin
            case (ain)
                2'b01: next_state = G01L;
                2'b10: next_state = G10L;
                2'b11: next_state = G11L;
                default: next_state = R;
            endcase
        end
        HoldH: begin
            case (ain)
                2'b01: next_state = G01H;
                2'b10: next_state = G10H;
                2'b11: next_state = G11H;
                default: next_state = HoldH;
            endcase
        end
        HoldL: begin
            case (ain)
                2'b01: next_state = G01L;
                2'b10: next_state = G10L;
                2'b11: next_state = G11L;
                default: next_state = HoldL;
            endcase
        end
        G01H: begin
            case (ain)
                2'b00: next_state = G0100;
                2'b01: next_state = G01H;
                2'b10: next_state = G10H;
                2'b11: next_state = G11H;
                default: next_state = HoldH;
            endcase
        end
        G01L: begin
                case (ain)
                    2'b00: next_state = G0100;
                    2'b01: next_state = G01L;
                    2'b10: next_state = G10L;
                    2'b11: next_state = G11L;
                    default: next_state = HoldL;
                endcase
            end
        G10H: begin
            case (ain)
                2'b00: next_state = G1000L;  
                2'b01: next_state = G01H;
                2'b10: next_state = G10H;
                2'b11: next_state = G11H;
                default: next_state = HoldH;
            endcase
        end
        G10L: begin
                case (ain)
                    2'b00: next_state = G1000H;  
                    2'b01: next_state = G01L;
                    2'b10: next_state = G10L;
                    2'b11: next_state = G11L;
                    default: next_state = HoldL;
                endcase   
        end
        G11H: begin
                case (ain)
                    2'b00: next_state = G1100;
                    2'b01: next_state = G01H;
                    2'b10: next_state = G10H;
                    2'b11: next_state = G11H;
                    default: next_state = HoldH;
                endcase
        end
        G11L: begin
                 case (ain)
                    2'b00: next_state = G1100;
                    2'b01: next_state = G01L;
                    2'b10: next_state = G10L;
                    2'b11: next_state = G11L;
                    default: next_state = HoldH;
                endcase
        end
        G1100: begin
            case (ain)  
                2'b00: next_state = HoldH;
                2'b01: next_state = G01H;
                2'b10: next_state = G10H;
                2'b11: next_state = G11H;
                default: begin
                    if ( yout ) next_state = HoldH;
                    else next_state = HoldL;
                end
            endcase
        end
        G1000L: begin
            case (ain) 
                2'b00: next_state = HoldL;
                2'b01: next_state = G01L;
                2'b10: next_state = G10L;
                2'b11: next_state = G11L;
                default: next_state = HoldL;
            endcase
        end 
        G1000H: begin
            case (ain)
                2'b00: next_state = HoldH;
                2'b01: next_state = G01H;
                2'b10: next_state = G10H;
                2'b11: next_state = G11H;
                default: next_state = HoldH;
            endcase
        end        
        G0100: begin
            case (ain)  
                2'b00: next_state = HoldL;
                2'b01: next_state = G01L;
                2'b10: next_state = G10L;
                2'b11: next_state = G11L;
                default: begin
                    if ( yout ) next_state = HoldH;
                    else next_state = HoldL;
                end 
            endcase
        end
        default: next_state = state;
    endcase
end
always @( state ) begin
    case ( state )
        R: yout = 0;
        G10H: yout = 1;
        G10L: yout = 0;
        G11H: yout = 1;
        G11L: yout = 0;
        G01H: yout = 1;
        G01L: yout = 0;
        G1100: yout = 1;
        G0100: yout = 0;
        G1000H: yout = 1;
        G1000L: yout = 0;
        HoldL: yout = 0;
        HoldH: yout = 1;
        default: yout = 0;
    endcase
end 
endmodule
==> flow/run.sh <==
#!/bin/bash
# OpenROAD 26Q1-2900-gdf79404cd8, Yosys 0.63+post, stock flow scripts
make -C /OpenROAD-flow-scripts/flow DESIGN_CONFIG=/design/flow/config.mk WORK_HOME=/design/flow/orfs finish
==> flow/config.mk <==
export PLATFORM = sky130hd
export DESIGN_NAME = moore
export DESIGN_NICKNAME = moore
export VERILOG_FILES = /design/flow/design.v
export SDC_FILE = /design/flow/constraint.sdc
export NUM_CORES = 4
export LEC_CHECK = 1
export CORE_AREA = 10 10 70 70
export DIE_AREA = 0 0 80 80
==> flow/constraint.sdc <==
current_design moore

set clk_period 1.4
set clk_io_pct 0.2

create_clock -name clk0 -period $clk_period [get_ports {clk}]

set non_clock_inputs [all_inputs -no_clocks]
set_input_delay [expr $clk_period * $clk_io_pct] -clock clk0 $non_clock_inputs
set_output_delay [expr $clk_period * $clk_io_pct] -clock clk0 [all_outputs]
==> out/results.ini <==
[yosys]
ys_ff=4
ys_seq_share_pct=24.17
yosysWarnings=1
synth_stat.cells=45
synth_top_area_share_pct=24.17
syn_area_per_cell_um2=9.203
yosys_area_um2=414.1
synthesis.instances=45
synth_cell_type_count=28
yosys.area.top_type=dfrtp_1
synth.area.top_cells=dfrtp_1, ha_1, buf_6
synth_area_um2=414.1

[power]
power_per_cell_area_nw_per_um2=2461
power_mw=1.736
peakVddDrop_v=0.0004924
cellLeakagePower_nw=0.2794

[critical_path]
start_kind=register
path_cells=buf_6, ha_4, or4_1, o21ai_1, o21ai_1, o211ai_1
r2r_slack_ps=-150
cp.arrival_ps=1700
worst-setup-path-type=register to register
endpoint_kind=register
worst_path_largest_cell_delay_ps=500
crit_slowest_cell=or4_1
path_max_fanout=4
required_ps=1540
cp_common_cell=o21ai_1

[floorplan]
die-area_um2=6400
die_h_um=80
coreArea_um2=3416
initCoreUtil_pct=12.12
placementRows=21
die_w_um=80
io_pins=5

[routing]
dr.pass1.iters=4
wl_per_cell_um=9.655
met2_wirelength_um=546
diodes=0
wirelength_um=1062
avgViaCountPerCell=3.718
route.detailed.drc=0
drtIter0Drc=5
wl_met3_um=46
dr_total_vias=409
antenna_left=0
top_layer=met4
drt-met1-wl_um=457

[cells_and_area]
largest_register_ffs=4
drive_gt1_share_pct=56.25
lay_top_count=buf_4
fill_cells=381
final_area_um2=705.7
mi_logic_area_um2=355.3
largestRegisters=state x4
syn_to_final_growth_pct=70.39
lay_top_cells=buf_4, dfrtp_1
largest_register=state
final_core_util_pct=20.66
seqCellArea_um2=100.1

[clock_tree]
clock_latency_ps=230
cts_root_buffer=clkbuf_4
cts_tree=yes
htree_levels=1
hold_buffers=0
numCtsBuffers=3
clkSlewWorstSetupHoldPaths_ps=40
clock_sinks=4
clockBufferDepth=2

[run]
tool_warnings=32
maxCapViolations=0

[grt]
grt_pass1_vias=430
antenna_found_initial=0
grt_pass1_wl_um=1863
grtUsageTotal_pct=3.477
overflow=0
grt_max_degree=11

[timing]
relSlewSlack_pct=79.40
max_freq_ghz=0.6443
fin_crit_sh_pct=110.9
maxSlewViolCount=0
finalHoldViolCount=0
tightest_slew_ps=308.2
setup_violations=5
finalCriticalPeriod_ps=1552
clock_skew_ps=2.477
rsz0062_at_grt=yes
layout_setup_ws_ps=-152.0

[min_path]
hold_path_class=input port to asynchronous set/reset pin

[placement]
dp_hpwl_um=811.9
placed_cell_area_um2=591.8
numPortBuffers=4
finalWeightedCongestion=0.8495

[outcome]
outcome=finished with violations
violations=setup timing

-- layer usage --
| layer | vias to the layer above | global-route usage (%) |
|---|---|---|
| li1 | 205 | - |
| met1 | 198 | 4.133 |
| met2 | 4 | 6.019 |
| met3 | 2 | 0.9091 |
| met4 | 0 | 0.8803 |
| met5 | - | 0 |
-- through the flow --
step                      setup TNS [ps]  hold slack (ps)  std cells  setup slack [ps]
after floorplan                   -137.8            46.08         45            -56.84
after global placement            -906.6            483.8        104            -224.4
after detailed placement          -967.9            482.9        104            -226.5
after CTS                         -655.8            230.6        109            -142.2
after global routing              -992.8            248.6        110            -215.1
final                             -621.2            229.2        110            -152.0
-- synthesized netlist by cell type --
cell type  instances
a221oi_1           1
nor3_1             1
nand3b_1           1
o21ai_1            2
o21ai_0            2
o21bai_1           1
a2bb2oi_2          1
nor2b_2            1
nor2_1             2
inv_1              5
o311ai_2           1
dfrtp_1            4
or4_1              1
nand3_1            1
ha_1               5
a31oi_1            2
a22o_1             1
a21o_2             1
nand4_1            1
nand2b_1           2
nand2_1            1
o211ai_1           1
and2b_4            1
and2_1             1
a311oi_1           1
a211oi_1           1
buf_6              2
o221ai_1           1
-- power by group --
part           leakage (nW)  internal (mW)  switching [mW]  total, mW
registers            0.0469          0.179          0.0523      0.231
logic                 0.219          0.756           0.610       1.37
clock network        0.0138         0.0956          0.0435      0.139
total                 0.279           1.03           0.705       1.74
-- logic make-up (layout without fill, tap and decap cells) --
group           after synthesis  after routing  synth area share [%]
compound gates               16             16                 31.42
fa+ha+maj                     5              5                 15.11
buf+inv                       7             26                 9.970
flops                         4              4                 24.17
simple gates                 13             13                 19.34
-- worst max-delay path, delay by kind of cell (launching register included) --
| kind | cells | cell delay (ps) |
|---|---|---|
| AND-OR/OR-AND | 3 | 290 |
| adder cells (fa/ha/maj) | 1 | 170 |
| buffers and inverters | 1 | 140 |
| flip-flops | 1 | 390 |
| AND/OR/NAND/NOR | 1 | 500 |
-- path summary, 6_finish.rpt --
kind,start,to,cells past startpoint
worst min register to register,state[0],state[0],3
worst min-delay path,reset,state[3],2
worst max-delay path,state[0],state[3],6
max in group asynchronous,reset,state[2],2
min in group clk0,state[0],state[0],3
worst max register to register,state[0],state[3],6
-- timing repair --
item,in CTS,in global routing
resized,15,2
setup buffers,2,1
setup endpoints to repair,5,5
hold endpoints to repair,0,0
pin swaps,8,0
-- area by class of cell --
type	instances	area share, %
timing repair buffer	18	21.45
multi-input combinational	34	50.35
clock buffer	3	3.191
tap	46	8.156
sequential	4	14.18
inverter	5	2.660
Power figures rest on the tool's default switching activity, not on a simulated workload.
