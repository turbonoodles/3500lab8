==> flow/design.v <==
`timescale 1ns / 1ps
module mealy(
    input wire clk,
    input wire reset,
    input wire ain,
    output reg yout,
    output reg [3:0] count = 4'b1111
    );
reg [3:0] next_count;
always @(posedge clk, posedge reset) begin
    if (reset) count <= 0;
    else count <= next_count;
end
always @( count, ain ) begin
    if ( ain ) begin
        if ( count == 15 ) next_count = 0;
        else next_count = count + 1;
    end
    else begin  
        next_count = count;
    end
end
always @(count, ain) begin
    if ( count == 3 | count == 6 | count == 9 | count == 12 | count == 15 ) begin
        yout = ~ain;
    end
    else if ( count == 2 | count == 5 | count == 8 | count == 13 | count == 14 ) begin
        yout = ain;
    end
    else begin
        yout = 0;
    end
end
endmodule
==> flow/run.sh <==
#!/bin/bash
# OpenROAD 26Q1-2900-gdf79404cd8, Yosys 0.63+post, stock flow scripts
make -C /OpenROAD-flow-scripts/flow DESIGN_CONFIG=/design/flow/config.mk WORK_HOME=/design/flow/orfs finish
==> flow/config.mk <==
export PLATFORM = sky130hd
export DESIGN_NAME = mealy
export DESIGN_NICKNAME = mealy
export VERILOG_FILES = /design/flow/design.v
export SDC_FILE = /design/flow/constraint.sdc
export NUM_CORES = 4
export LEC_CHECK = 1
export CORE_AREA = 10 10 70 70
export DIE_AREA = 0 0 80 80
==> flow/constraint.sdc <==
current_design mealy

set clk_period 2.3
set clk_io_pct 0.2

create_clock -name clk0 -period $clk_period [get_ports {clk}]

set non_clock_inputs [all_inputs -no_clocks]
set_input_delay [expr $clk_period * $clk_io_pct] -clock clk0 $non_clock_inputs
set_output_delay [expr $clk_period * $clk_io_pct] -clock clk0 [all_outputs]
==> results.yml <==
# physical design summary
place:
  port_buffers: 7
  dp_cells: 92
  dpl.hpwl_um: 617
  place_ws_ns: -0.180
  gp_congestion: 0.812
synth:
  yosys_cells: 31
  synth_warnings: 1
  syn_area_um2: 295
  synth_seq_share_pct: 33.9
  syn_area_per_cell_um2: 9.53
  syn_inst: 31
  ys_ff: 4
  yosysChipArea_um2: 295
  synth_cell_types: 15
layout:
  syn_to_final_growth_pct: 78.4
  drive_gt1_share_pct: 42.9
  instances_no_fill: 95
  final_cell_mix: "buf_4 (9), clkdlybuf4s50_1 (6), nand2_1 (4), dfrtp_1 (4)"
  regMostFlops: "count"
  largest_reg_flops: 4
  fin_util_pct: 15.4
  layout_top_cell: "buf_4"
  reg_top3: "count (4)"
  fillers: 386
outcome:
  status: "finished, violations left"
  failed_checks: "negative setup slack"
clock_network:
  clk_root_buffer_cell: "clkbuf_4"
  clock-sinks: 4
  post_cts_buffers: 0
  htree_num_levels: 1
  clock_latency_ns: 0.23
  cts_tree: "done"
  clk_pin_slew_ns: 0.04
  numCtsBuffers: 3
  clockBufferDepth: 2
grt:
  gr-usage-met1_pct: 2.82
  use_met3_pct: 1.36
  antenna_found_initial: 0
  grt_use_total_pct: 2.37
  grt_pass1_vias: 302
  grt_max_degree: 7
  grt_pass1_wl_mm: 1.25
  overflow: 0
  busiest_layer: "met2"
  gr-usage-met2_pct: 3.61
final_timing:
  worst_pin_slew_ns: 0.254
  fin_crit_ns: 2.36
  setup_violations: 1
  hold_violations: 0
  drv_slew: 0
  period_used_pct: 103
  rsz0062_at_grt: "true"
  maxSlewHeadroom_pct: 82.9
  skew_ns: 0.00313
  max_freq_mhz: 423
  tns_ns: -0.0635
  fin_ws_ns: -0.0635
  hold_ws_ns: 0.408
floorplanning:
  die_x_um: 80
  floorplan.core_util_pct: 8.64
  ios: 8
  coreArea_um2: 3420
  die_area_um2: 6400
  rows: 21
  die_y_um: 80
route:
  ant_nets: 0
  viasPerCell: 2.94
  drt-pass1-iter-count: 3
  n_antenna_cell: 0
  via_count: 279
  wire_per_inst_um: 7.73
  drt_iter0_markers: 58
  drc: 0
  routed_wl_um: 734
worst_setup_path:
  endpoint_kind: "primary output"
  worstSetupStartpointType: "flip-flop"
  worstSetupPathType: "reg -> out"
  crit_fanout: 3
  cp.arrival_ns: 1.90
  crit_required_ns: 1.84
run:
  cap_violations: 0
  tool_warnings: 30
power_and_ir_drop:
  p_per_area_nw_per_um2: 1140
  peakVddDrop_uv: 250
  p_leak_uw: 0.000221
worst_hold_path:
  hold_class: "in -> async"
==> routing by layer <==
| metal | part of all wire (%) | wire, µm | vias up |
|---|---|---|---|
| li1 | - | - | 143 |
| met1 | 46 | 339 | 127 |
| met2 | 44 | 323 | 9 |
| met3 | 9.7 | 71 | 0 |
| met4 | 0 | 0 | 0 |
| met5 | 0 | 0 | - |
==> what timing repair did <==
item	CTS	global route
gates resized	10	0
hold buffers	0	0
hold endpoints to repair	0	0
pin swaps	3	2
cloned	0	0
endpoints found under the setup margin	1	1
==> cell usage after synthesis <==
cell      instances  area share (%)
inv_1             3             3.8
o41ai_1           1             3.0
dfrtp_1           4              34
mux2_2            2             7.6
a21oi_1           2             3.4
or2_0             1             2.1
o21ai_0           3             5.1
nor2_1            1             1.3
nand2_1           4             5.1
ha_1              4              17
nand3_1           2             3.4
clkbuf_1          1             1.3
xnor2_1           1             3.0
mux4_2            1             7.6
a22oi_1           1             2.5
==> worst paths after layout <==
check	to	cells after the start	startpoint	slack, ns
max	yout	5	count[0]$_DFFE_PP0P_	-0.06
min	count[3]$_DFFE_PP0P_	2	reset	0.41
max reg2reg	count[3]$_DFFE_PP0P_	5	count[0]$_DFFE_PP0P_	1.19
min reg2reg	count[3]$_DFFE_PP0P_	2	count[3]$_DFFE_PP0P_	0.62
max in group asynchronous	count[0]$_DFFE_PP0P_	2	reset	1.74
min in group clk0	count[3]$_DFFE_PP0P_	2	count[3]$_DFFE_PP0P_	0.62
==> worst max-delay path: stages, from the launching register on <==
cell     delay (ns)
dfrtp_1        0.40
ha_2           0.20
or2_0          0.21
mux4_2         0.49
mux2_4         0.28
buf_2          0.11
==> power breakdown <==
| group | switching [µW] | leakage [µW] | internal (µW) |
|---|---|---|---|
| Clock | 27.0 | 0.0000138 | 58.2 |
| Combinational | 146 | 0.000158 | 241 |
| Sequential | 27.5 | 0.0000487 | 102 |
| Total | 200 | 0.000221 | 401 |
==> stage by stage <==
stage	power, µW	cell area, µm²
4_1_cts	613	527
3_3_place_gp	498	487
5_1_grt	665	527
6_report	602	527
3_5_place_dp	500	487
2_1_floorplan	293	295
==> final cells by class <==
type / instances / area [µm²] / area share (%)
clock buffers: 3 / 22.5 / 4.28
inverters: 3 / 11.3 / 2.14
multi-input cells: 23 / 203 / 38.5
flip-flops and latches: 4 / 100 / 19.0
well taps: 46 / 57.6 / 10.9
repair buffers: 16 / 133 / 25.2
==> cell families (layout without fill, tap and decap cells) <==
family / after synthesis / in the layout / share of synthesized area (%)
AND/OR/NAND/NOR: 8 / 8 / 11.9
multiplexers: 3 / 3 / 15.3
XOR/XNOR: 1 / 1 / 2.97
buffers and inverters: 4 / 22 / 5.08
adder cells (fa/ha/maj): 4 / 4 / 16.9
flip-flops: 4 / 4 / 33.9
AND-OR/OR-AND: 7 / 7 / 14.0
Power and IR drop assume default switching activity.
